## flow/config.mk

```make
export PLATFORM = sky130hd
export DESIGN_NAME = axi_interconnect
export DESIGN_NICKNAME = axi_interconnect
export VERILOG_FILES = /design/flow/design.v
export SDC_FILE = /design/flow/constraint.sdc
export NUM_CORES = 4
export LEC_CHECK = 1
export CORE_AREA = 10 10 330 330
export DIE_AREA = 0 0 340 340
export SYNTH_HDL_FRONTEND = slang
```

## flow/constraint.sdc

```tcl
current_design axi_interconnect

set clk_period 8.9
set clk_io_pct 0.2

create_clock -name clk0 -period $clk_period [get_ports {clk}]

set non_clock_inputs [all_inputs -no_clocks]
set_input_delay [expr $clk_period * $clk_io_pct] -clock clk0 $non_clock_inputs
set_output_delay [expr $clk_period * $clk_io_pct] -clock clk0 [all_outputs]
```

## flow/design.v

```verilog
module axi_interconnect #(
  parameter ADDR_WIDTH = 32,
  parameter DATA_WIDTH = 32,
  parameter ID_WIDTH = 4,
  parameter NUM_MASTERS = 2,
  parameter NUM_SLAVES = 3,
  parameter [NUM_SLAVES-1:0][ADDR_WIDTH-1:0] SLAVE_BASE_ADDR = {
    32'h2000_0000,   
    32'h1000_0000,   
    32'h0000_0000    
  },
  parameter [NUM_SLAVES-1:0][ADDR_WIDTH-1:0] SLAVE_ADDR_MASK = {
    32'hF000_0000,   
    32'hF000_0000,   
    32'hF000_0000    
  }
) (
  input  wire                           clk,
  input  wire                           rst_n,
  input  wire [NUM_MASTERS-1:0][ID_WIDTH-1:0]   m_axi_awid,
  input  wire [NUM_MASTERS-1:0][ADDR_WIDTH-1:0]   m_axi_awaddr,
  input  wire [NUM_MASTERS-1:0][2:0]              m_axi_awprot,
  input  wire [NUM_MASTERS-1:0]                   m_axi_awvalid,
  input  wire [NUM_MASTERS-1:0]                   m_axi_awlock,
  output logic [NUM_MASTERS-1:0]                  m_axi_awready,
  input  wire [NUM_MASTERS-1:0][DATA_WIDTH-1:0]   m_axi_wdata,
  input  wire [NUM_MASTERS-1:0][(DATA_WIDTH/8)-1:0] m_axi_wstrb,
  input  wire [NUM_MASTERS-1:0]                   m_axi_wvalid,
  output logic [NUM_MASTERS-1:0]                  m_axi_wready,
  output logic [NUM_MASTERS-1:0][ID_WIDTH-1:0]    m_axi_bid,
  output logic [NUM_MASTERS-1:0][1:0]             m_axi_bresp,
  output logic [NUM_MASTERS-1:0]                  m_axi_bvalid,
  input  wire [NUM_MASTERS-1:0]                   m_axi_bready,
  input  wire [NUM_MASTERS-1:0][ID_WIDTH-1:0]     m_axi_arid,
  input  wire [NUM_MASTERS-1:0][ADDR_WIDTH-1:0]     m_axi_araddr,
  input  wire [NUM_MASTERS-1:0][2:0]                m_axi_arprot,
  input  wire [NUM_MASTERS-1:0]                   m_axi_arvalid,
  input  wire [NUM_MASTERS-1:0]                   m_axi_arlock,
  output logic [NUM_MASTERS-1:0]                  m_axi_arready,
  output logic [NUM_MASTERS-1:0][ID_WIDTH-1:0]    m_axi_rid,
  output logic [NUM_MASTERS-1:0][DATA_WIDTH-1:0]  m_axi_rdata,
  output logic [NUM_MASTERS-1:0][1:0]             m_axi_rresp,
  output logic [NUM_MASTERS-1:0]                  m_axi_rvalid,
  input  wire [NUM_MASTERS-1:0]                   m_axi_rready,
  output logic [NUM_SLAVES-1:0][ID_WIDTH-1:0]     s_axi_awid,
  output logic [NUM_SLAVES-1:0][ADDR_WIDTH-1:0]     s_axi_awaddr,
  output logic [NUM_SLAVES-1:0][2:0]                s_axi_awprot,
  output logic [NUM_SLAVES-1:0]                   s_axi_awvalid,
  output logic [NUM_SLAVES-1:0]                   s_axi_awlock,
  input  wire [NUM_SLAVES-1:0]                   s_axi_awready,
  output logic [NUM_SLAVES-1:0][DATA_WIDTH-1:0]   s_axi_wdata,
  output logic [NUM_SLAVES-1:0][(DATA_WIDTH/8)-1:0] s_axi_wstrb,
  output logic [NUM_SLAVES-1:0]                   s_axi_wvalid,
  input  wire [NUM_SLAVES-1:0]                   s_axi_wready,
  input  wire [NUM_SLAVES-1:0][ID_WIDTH-1:0]      s_axi_bid,
  input  wire [NUM_SLAVES-1:0][1:0]               s_axi_bresp,
  input  wire [NUM_SLAVES-1:0]                   s_axi_bvalid,
  output logic [NUM_SLAVES-1:0]                   s_axi_bready,
  output logic [NUM_SLAVES-1:0][ID_WIDTH-1:0]     s_axi_arid,
  output logic [NUM_SLAVES-1:0][ADDR_WIDTH-1:0]     s_axi_araddr,
  output logic [NUM_SLAVES-1:0][2:0]                s_axi_arprot,
  output logic [NUM_SLAVES-1:0]                   s_axi_arvalid,
  output logic [NUM_SLAVES-1:0]                   s_axi_arlock,
  input  wire [NUM_SLAVES-1:0]                   s_axi_arready,
  input  wire [NUM_SLAVES-1:0][ID_WIDTH-1:0]      s_axi_rid,
  input  wire [NUM_SLAVES-1:0][DATA_WIDTH-1:0]    s_axi_rdata,
  input  wire [NUM_SLAVES-1:0][1:0]               s_axi_rresp,
  input  wire [NUM_SLAVES-1:0]                   s_axi_rvalid,
  output logic [NUM_SLAVES-1:0]                   s_axi_rready
);
  logic [NUM_MASTERS-1:0] aw_request;
  logic [NUM_MASTERS-1:0] aw_grant;
  logic [NUM_MASTERS-1:0] ar_request;
  logic [NUM_MASTERS-1:0] ar_grant;
  logic [NUM_SLAVES-1:0] aw_slave_sel;
  logic [NUM_SLAVES-1:0] ar_slave_sel;
  logic [$clog2(NUM_MASTERS)-1:0] current_write_master;
  logic [$clog2(NUM_MASTERS)-1:0] current_read_master;
  logic [$clog2(NUM_SLAVES)-1:0] current_write_slave;
  logic [$clog2(NUM_SLAVES)-1:0] current_read_slave;
  enum logic [1:0] {
    IDLE,
    ADDR,
    DATA,
    RESP
  } write_state, read_state;
  logic [$clog2(NUM_MASTERS)-1:0] write_priority, read_priority;
  function automatic logic [NUM_SLAVES-1:0] get_slave_select(input logic [ADDR_WIDTH-1:0] addr);
    logic [NUM_SLAVES-1:0] select;
    for (int i = 0; i < NUM_SLAVES; i++) begin
      select[i] = ((addr & SLAVE_ADDR_MASK[i]) == SLAVE_BASE_ADDR[i]);
    end
    return select;
  endfunction
  always_ff @(posedge clk or negedge rst_n) begin
    if (!rst_n) begin
      write_priority       <= '0;
      write_state          <= IDLE;
      current_write_master <= '0;
      current_write_slave  <= '0;
      aw_grant             <= '0;
    end else begin
      case (write_state)
        IDLE: begin
          for (int i = 0; i < NUM_MASTERS; i++) begin
            aw_request[i] = m_axi_awvalid[i];
          end
          aw_grant <= '0;
          for (int i = 0; i < NUM_MASTERS; i++) begin
            automatic int idx = (write_priority + i) % NUM_MASTERS;
            if (aw_request[idx] && !aw_grant) begin
              aw_grant[idx] <= 1'b1;
              current_write_master <= idx;
              aw_slave_sel = get_slave_select(m_axi_awaddr[idx]);
              current_write_slave <= '0;
              for (int j = 0; j < NUM_SLAVES; j++) begin
                if (aw_slave_sel[j]) begin
                  current_write_slave <= j;
                  break;
                end
              end
              write_state <= ADDR;
            end
          end
        end
        ADDR: begin
          if (s_axi_awready[current_write_slave]) begin
            write_state <= DATA;
          end
        end
        DATA: begin
          if (s_axi_wready[current_write_slave] && m_axi_wvalid[current_write_master]) begin
            write_state <= RESP;
          end
        end
        RESP: begin
          if (s_axi_bvalid[current_write_slave] && m_axi_bready[current_write_master]) begin
            write_state <= IDLE;
            aw_grant <= '0;
            write_priority <= (current_write_master + 1) % NUM_MASTERS;
          end
        end
      endcase
    end
  end
  always_ff @(posedge clk or negedge rst_n) begin
    if (!rst_n) begin
      read_priority       <= '0;
      read_state          <= IDLE;
      current_read_master <= '0;
      current_read_slave  <= '0;
      ar_grant            <= '0;
    end else begin
      case (read_state)
        IDLE: begin
          for (int i = 0; i < NUM_MASTERS; i++) begin
            ar_request[i] = m_axi_arvalid[i];
          end
          ar_grant <= '0;
          for (int i = 0; i < NUM_MASTERS; i++) begin
            automatic int idx = (read_priority + i) % NUM_MASTERS;
            if (ar_request[idx] && !ar_grant) begin
              ar_grant[idx] <= 1'b1;
              current_read_master <= idx;
              ar_slave_sel = get_slave_select(m_axi_araddr[idx]);
              current_read_slave <= '0;
              for (int j = 0; j < NUM_SLAVES; j++) begin
                if (ar_slave_sel[j]) begin
                  current_read_slave <= j;
                  break;
                end
              end
              read_state <= ADDR;
            end
          end
        end
        ADDR: begin
          if (s_axi_arready[current_read_slave]) begin
            read_state <= RESP;
          end
        end
        RESP: begin
          if (s_axi_rvalid[current_read_slave] && m_axi_rready[current_read_master]) begin
            read_state <= IDLE;
            ar_grant <= '0;
            read_priority <= (current_read_master + 1) % NUM_MASTERS;
          end
        end
        default: read_state <= IDLE;
      endcase
    end
  end
  always_comb begin
    if (!rst_n) begin
      for (int i = 0; i < NUM_MASTERS; i++) begin
        m_axi_awready[i] = 1'b0;
      end
      for (int j = 0; j < NUM_SLAVES; j++) begin
        s_axi_awid[j]    = '0;
        s_axi_awaddr[j]  = '0;
        s_axi_awprot[j]  = '0;
        s_axi_awvalid[j] = 1'b0;
        s_axi_awlock[j]  = 1'b0;
      end
    end else begin
      for (int i = 0; i < NUM_MASTERS; i++) begin
        m_axi_awready[i] = 1'b0;
      end
      for (int j = 0; j < NUM_SLAVES; j++) begin
        s_axi_awid[j]    = '0;
        s_axi_awaddr[j]  = '0;
        s_axi_awprot[j]  = '0;
        s_axi_awvalid[j] = 1'b0;
        s_axi_awlock[j]  = 1'b0;
      end
      if (write_state == ADDR) begin
        m_axi_awready[current_write_master] = s_axi_awready[current_write_slave];
        s_axi_awid[current_write_slave]     = m_axi_awid[current_write_master];
        s_axi_awaddr[current_write_slave]   = m_axi_awaddr[current_write_master];
        s_axi_awprot[current_write_slave]   = m_axi_awprot[current_write_master];
        s_axi_awvalid[current_write_slave]  = m_axi_awvalid[current_write_master];
        s_axi_awlock[current_write_slave]   = m_axi_awlock[current_write_master];
      end
    end
  end
  always_comb begin
    if (!rst_n) begin
      for (int i = 0; i < NUM_MASTERS; i++) begin
        m_axi_wready[i] = 1'b0;
      end
      for (int j = 0; j < NUM_SLAVES; j++) begin
        s_axi_wdata[j]  = '0;
        s_axi_wstrb[j]  = '0;
        s_axi_wvalid[j] = 1'b0;
      end
    end else begin
      for (int i = 0; i < NUM_MASTERS; i++) begin
        m_axi_wready[i] = 1'b0;
      end
      for (int j = 0; j < NUM_SLAVES; j++) begin
        s_axi_wdata[j]  = '0;
        s_axi_wstrb[j]  = '0;
        s_axi_wvalid[j] = 1'b0;
      end
      if (write_state == DATA) begin
        m_axi_wready[current_write_master] = s_axi_wready[current_write_slave];
        s_axi_wdata[current_write_slave]   = m_axi_wdata[current_write_master];
        s_axi_wstrb[current_write_slave]   = m_axi_wstrb[current_write_master];
        s_axi_wvalid[current_write_slave]  = m_axi_wvalid[current_write_master];
      end
    end
  end
  always_comb begin
    if (!rst_n) begin
      for (int i = 0; i < NUM_MASTERS; i++) begin
        m_axi_bid[i]   = '0;
        m_axi_bresp[i] = '0;
        m_axi_bvalid[i]= 1'b0;
      end
      for (int j = 0; j < NUM_SLAVES; j++) begin
        s_axi_bready[j] = 1'b0;
      end
    end else begin
      for (int i = 0; i < NUM_MASTERS; i++) begin
        m_axi_bid[i]   = '0;
        m_axi_bresp[i] = '0;
        m_axi_bvalid[i]= 1'b0;
      end
      for (int j = 0; j < NUM_SLAVES; j++) begin
        s_axi_bready[j] = 1'b0;
      end
      if (write_state == RESP) begin
        m_axi_bid[current_write_master]   = s_axi_bid[current_write_slave];
        m_axi_bresp[current_write_master] = s_axi_bresp[current_write_slave];
        m_axi_bvalid[current_write_master]= s_axi_bvalid[current_write_slave];
        s_axi_bready[current_write_slave] = m_axi_bready[current_write_master];
      end
    end
  end
  always_comb begin
    if (!rst_n) begin
      for (int i = 0; i < NUM_MASTERS; i++) begin
        m_axi_arready[i] = 1'b0;
      end
      for (int j = 0; j < NUM_SLAVES; j++) begin
        s_axi_arid[j]    = '0;
        s_axi_araddr[j]  = '0;
        s_axi_arprot[j]  = '0;
        s_axi_arvalid[j] = 1'b0;
        s_axi_arlock[j]  = 1'b0;
      end
    end else begin
      for (int i = 0; i < NUM_MASTERS; i++) begin
        m_axi_arready[i] = 1'b0;
      end
      for (int j = 0; j < NUM_SLAVES; j++) begin
        s_axi_arid[j]    = '0;
        s_axi_araddr[j]  = '0;
        s_axi_arprot[j]  = '0;
        s_axi_arvalid[j] = 1'b0;
        s_axi_arlock[j]  = 1'b0;
      end
      if (read_state == ADDR) begin
        m_axi_arready[current_read_master] = s_axi_arready[current_read_slave];
        s_axi_arid[current_read_slave]     = m_axi_arid[current_read_master];
        s_axi_araddr[current_read_slave]   = m_axi_araddr[current_read_master];
        s_axi_arprot[current_read_slave]   = m_axi_arprot[current_read_master];
        s_axi_arvalid[current_read_slave]  = m_axi_arvalid[current_read_master];
        s_axi_arlock[current_read_slave]   = m_axi_arlock[current_read_master];
      end
    end
  end
  always_comb begin
    if (!rst_n) begin
      for (int i = 0; i < NUM_MASTERS; i++) begin
        m_axi_rid[i]    = '0;
        m_axi_rdata[i]  = '0;
        m_axi_rresp[i]  = '0;
        m_axi_rvalid[i] = 1'b0;
      end
      for (int j = 0; j < NUM_SLAVES; j++) begin
        s_axi_rready[j] = 1'b0;
      end
    end else begin
      for (int i = 0; i < NUM_MASTERS; i++) begin
        m_axi_rid[i]    = '0;
        m_axi_rdata[i]  = '0;
        m_axi_rresp[i]  = '0;
        m_axi_rvalid[i] = 1'b0;
      end
      for (int j = 0; j < NUM_SLAVES; j++) begin
        s_axi_rready[j] = 1'b0;
      end
      if (read_state == RESP) begin
        m_axi_rid[current_read_master]    = s_axi_rid[current_read_slave];
        m_axi_rdata[current_read_master]  = s_axi_rdata[current_read_slave];
        m_axi_rresp[current_read_master]  = s_axi_rresp[current_read_slave];
        m_axi_rvalid[current_read_master] = s_axi_rvalid[current_read_slave];
        s_axi_rready[current_read_slave]  = m_axi_rready[current_read_master];
      end
    end
  end
endmodule
```

## flow/run.sh

```bash
#!/bin/bash
# OpenROAD 26Q1-2900-gdf79404cd8, Yosys 0.63+post, stock flow scripts
make -C /OpenROAD-flow-scripts/flow DESIGN_CONFIG=/design/flow/config.mk WORK_HOME=/design/flow/orfs finish
```

==> impl_metrics.toml <==
# synthesis and place-and-route metrics
[flow_run]
timing.max_cap.violations = 0
tool_warnings = 25

[detailed_routing]
viasPerCell = 3.24
drtPass1Iterations = 5
drtAntennaViolNets = 0
wl_per_cell_um = 22.7
totalWireLength_um = 71400
vias = 10200
drt_iter0_drc = 693
drc = 0

[die]
fp_util_pct = 5.36
fp.dieW_um = 340
die-height_um = 340
rows = 117
io-pin-count = 852
core_um2 = 102000
die-area_um2 = 116000

[cts]
cts.clk_slew.worst_paths_ps = 60
cts_tree = "yes"
cts-htree-levels = 1
clk_latency_ps = 270
cts.path.max_buffers = 2
clock_sinks = 19
cts_resized = 0
holdBufCountCts = 0
post-cts-setup-buffer-count = 0
root_buffer = "clkbuf_16"
cts_buffers = 3

[sta]
hold_violations = 0
worstMarginPinSlew_ps = 1360
finalSetupTns_ps = 0
fmax_ghz = 0.174
slew_headroom_pct = 6.68
slew_violations = 0
fin_crit_sh_pct = 64.4
min_period_ps = 5730
setup_viol_count_final = 0
clock_skew_ps = 2.64
rsz0062_at_grt = "no"

[finish]
combGateArea_um2 = 4630
area_growth_syn_to_layout_pct = 191
final_util_pct = 15.6
n_fill_cell = 11500
drive_gt1_share_pct = 4.62
regArea_um2 = 485

[synth]
ys_types = 42
netlist_area_um2 = 5450
edf_count = 0
yosysChipArea_um2 = 5450
ys_seq_share_pct = 8.76
synth_flops = 19
async_flop_share_pct = 100
ys_cells = 948
flop_cell = "dfrtp_1"
syn_inst = 948
syn_avg_cell_area_um2 = 5.75
ys_warn_count = 0

[setup_path]
r2r_slack_ps = 6410
required_ps = 7120
critical-path-slowest-cell = "nand3_2"
path_cells = "buf_2, buf_4, nand3_2, nor2_1, clkdlybuf4s50_1"
rr_startpoint = "current_read_slave[1]"
cpPeakStageDelay_ps = 720
crit_fanout = 37
arrival_ps = 3950
timing.critical_path.buf_inv = 3
crit_start = "rst_n"
critPathTopFamily = "buffers and inverters"
start_kind = "input pin"
cp-end-kind = "output pin"
critPathKind = "in2out"

[place]
port-buffer-count = 851
hpwl_um = 64800
gp_congestion = 0.969

[hold_path]
hold_path_class = "reg2reg"
min-delay-start = "write_state[0]"

[global_routing]
antenna_found_initial = 13
grt_max_degree = 49
first_global_vias = 10400
grt-ovfl-total = 0
grt_pass1_wl_um = 93300
grt_use_total_pct = 11.7

[pwr]
peakVddDrop_mv = 0.110
power.density_nw_per_um2 = 135
p_leak_nw = 5.48

[outcome]
status = "finished clean"
==> metrics by stage <==
step                worst slack (ps)  instances  hold slack, ps  power [mW]  cell area (um^2)
finish                          3170       3142             480        2.13             15800
global route                    2940       3141             498        2.31             15800
CTS                             3150       3141             483        2.22             15800
detailed placement              3160       3137             472        2.10             15800
global placement                3160       3137             468        2.10             15800
floorplan                       4450        948             455       0.967              5450
==> kinds of logic (layout without fill, tap and decap cells) <==
logic type,Yosys count,in the layout,share of synthesized area [%]
multiplexers,175,175,32.2
flip-flops,19,19,8.76
AND-OR/OR-AND,85,85,9.52
AND/OR/NAND/NOR,577,577,42.3
other,0,1,0
buffers and inverters,92,917,7.27
==> cell usage after synthesis (4+ instances only) <==
cell,number,share of area (%)
nor2_1,509,35
mux2i_1,172,32
a21oi_1,50,4.6
clkbuf_1,44,3.0
buf_2,32,2.9
dfrtp_1,17,7.8
nand3_1,15,1.4
nand2_1,13,0.89
nor3_1,11,1.0
inv_1,10,0.69
nand2b_1,7,0.80
o21ai_0,7,0.64
nor3b_1,6,0.83
a31oi_1,5,0.57
buf_1,4,0.28
nor2b_1,4,0.46
o2bb2ai_1,4,0.64
==> registers in the layout, indices dropped and copies added, names as in the netlist <==
signal and count:
current_read_slave 2, ar_grant 2, write_state 4, read_priority 1, read_state 3, current_write_master 1, current_write_slave 2, current_read_master 1
aw_grant 2, write_priority 1
==> worst reg2reg max path: cells and delay by family, from the launching register on <==
kind                   cells  cell delay (ps)
DFF                        1              670
buffers and inverters      1              590
AOI/OAI and AO/OA          3              720
muxes                      1              450
==> power by group <==
part | switching (mW) | internal (mW)
Clock | 0.0427 | 0.0614
Combinational | 1.08 | 0.723
Sequential | 0.110 | 0.119
Total | 1.23 | 0.903
==> final cells by class <==
| type | instances | share of cell area (%) |
|---|---|---|
| timing repair buffer | 903 | 56.2 |
| inverter | 10 | 0.237 |
| multi-input combinational | 837 | 29.2 |
| tap | 1368 | 10.8 |
| antenna | 1 | 0.0158 |
| clock buffer | 4 | 0.497 |
| sequential | 19 | 3.06 |
==> layout by cell type (no fill, tap or decap), drive strengths merged, types with 2 or more instances in the layout <==
cell type,count
dfrtp,17
a221o,2
a2bb2oi,3
nand3,16
dfstp,2
mux2i,172
nor3b,8
nor4,2
buf,53
nand2b,7
o2bb2ai,4
o311ai,2
o21ai,9
or4,2
a32o,3
nor2,509
a21oi,50
nor2b,4
nor3,11
o31ai,3
inv,10
clkdlybuf4s50,850
mux2,3
clkbuf,4
nand2,14
a31oi,5
==> worst paths after layout <==
kind | cells past startpoint | endpoint
worst max-delay path | 5 | s_axi_wdata[50]
worst min-delay path | 2 | write_state[0]
worst max register to register | 5 | read_priority
worst min register to register | 2 | write_state[0]
max in group asynchronous | 2 | current_write_master
min in group asynchronous | 2 | current_read_master
==> layer usage <==
metal	global-route usage [%]	routed length [um]
met2	21.1	36500
met1	13.8	27400
met3	4.09	6760
met5	0	33
met4	1.05	698
Power and IR drop assume default switching activity.
